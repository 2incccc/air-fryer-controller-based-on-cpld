File: flow/design.v
module debounce (clk,rst,key,key_pulse);
    parameter   N=6;
		input clk;
		input rst;
		input [N-1:0] key; 
		output [N-1:0] key_pulse; 
        reg [N-1:0]  key_rst_pre; 
		reg [N-1:0]  key_rst; 
		wire [N-1:0]  key_edge; 
		always@ (posedge clk or negedge rst)
		begin 
		if (!rst)
			begin
			key_rst<={N{1'b1}}; 
			key_rst_pre<={N{1'b1}} ;
			end
			else
			begin
			key_rst<=key;
			key_rst_pre<=key_rst;
			end
		end 
	assign key_edge = key_rst_pre & (~key_rst);
	reg [17:0]  cnt; 
	always @(posedge clk or negedge rst)
	begin 
		if (!rst)
			cnt<= 18'h0;
			else if (key_edge)cnt<= 18'h0;	
					else
					cnt <=cnt + 1'h1;
			end
			reg  [N-1:0]  key_sec_pre; 
			reg  [N-1:0]  key_sec; 
	always @(posedge clk or negedge rst)
	begin 
		if (!rst)
		key_sec<={N{1'b1}};
		else if (cnt==18'h3ffff)key_sec<=key;
		end
	always @(posedge clk or negedge rst)
	begin 
		if (!rst)
			key_sec_pre<={N{1'b1}};
			else key_sec_pre<=key_sec;
		end
	assign key_pulse = key_sec_pre & (~key_sec);
endmodule
File: flow/run.sh
#!/bin/bash
# OpenROAD 26Q1-2900-gdf79404cd8, Yosys 0.63+post, stock flow scripts
make -C /OpenROAD-flow-scripts/flow DESIGN_CONFIG=/design/flow/config.mk WORK_HOME=/design/flow/orfs finish
File: flow/config.mk
export PLATFORM = sky130hd
export DESIGN_NAME = debounce
export DESIGN_NICKNAME = debounce
export VERILOG_FILES = /design/flow/design.v
export SDC_FILE = /design/flow/constraint.sdc
export NUM_CORES = 4
export LEC_CHECK = 1
export CORE_UTILIZATION = 40
File: flow/constraint.sdc
current_design debounce

set clk_period 3.6
set clk_io_pct 0.2

create_clock -name clk0 -period $clk_period [get_ports {clk}]

set non_clock_inputs [all_inputs -no_clocks]
set_input_delay [expr $clk_period * $clk_io_pct] -clock clk0 $non_clock_inputs
set_output_delay [expr $clk_period * $clk_io_pct] -clock clk0 [all_outputs]
==> out/metrics.cfg <==
[logic_synthesis]
ys_cells = 136
avgSynthCellArea_um2 = 12.8
area_leaders = dfstp_2 (36%), dfrtp_1 (26%), xnor2_1 (4.5%)
ys_seq_share_pct = 62.0
synth-edff-count = 0
yosys_area_mm2 = 0.00174
synthArstFlopShare_pct = 100
synthesis.area_mm2 = 0.00174
synth-main-ff-cell = dfstp_2
synth_cell_type_count = 32
most_common_cell = dfstp_2
synth_cells = 136
ys_warn_count = 1
ys.flops = 42
top_cell_area_share_pct = 36.2
synthTopCellsByCount = dfstp_2 (24), dfrtp_1 (18), nor2_1 (15)
largest_area_cell = dfstp_2

[worst_setup_path]
crit_path_start_kind = flop
setup.worst_path.class = flop to output pin
worst-path-stages = 2
arrival_ns = 1.41
cp_cell_sequence = nor2b_1, clkdlybuf4s50_1
slowest_stage = dfstp_2
slowest_delay_ns = 0.51
cp_num_buf_inv = 1
required_ns = 2.88
rr_worst_depth = 5
cp_max_fo = 1
cp-end-kind = output pin
reg2reg_from = cnt[0]$_DFF_PN0_
critical-path-top-delay-family = flip-flops
critPathLaunch = key_sec_pre[4]$_DFF_PN1_

[clock_network]
cts_hold_buf = 0
cts_resized = 0
numCtsBuffers = 5
cts_root_buffer = clkbuf_8
insertion_delay_ns = 0.29
cts.sinks = 42
clock_path_buffers = 2
cts_max_level = 2
postCtsSetupBuffers = 0
cts_tree = built
path_clk_slew_ns = 0.08

[min_path]
hold_path_class = flop to flop
min_path_cells = 0
hp-start = key_rst[5]$_DFF_PN1_

[grt]
grt_pass1_wl_um = 4440
busiest_layer = met1
track_usage_pct = 13.5
use_met2_pct = 18.0
overflow = 0
use_met1_pct = 23.0
antenna_found_initial = 0
grt_pass1_vias = 951
grt_max_degree = 43
use_met3_pct = 3.72

[drt]
drc = 0
ant_nets = 0
drt_first_pass_iters = 4
num_vias = 1015
viasPerCell = 4.93
routed_wirelength_um = 2650
num_antenna_cells = 0
drt-initial-drc-count = 58
wl_per_cell_um = 12.9

[placed_design]
gp_congestion = 0.803
placedCellCount = 198
numPortBuffers = 13
dp_hpwl_um = 1730

[timing]
setup_violations = 0
period_minus_slack_ns = 2.13
setup_tns_ns = 0
relSlewSlack_pct = 64.8
hold_viol = 0
period_used_pct = 59.3
drv_slew = 0
rsz0062_at_grt = no
skew_ns = 0.00479
tightest_slew_ns = 0.526
fmax_mhz = 469

[floorplan]
die_w_um = 68.0
placementRows = 23
chip_area_mm2 = 0.00463
core_mm2 = 0.00409
fp_util_pct = 42.7
die_h_um = 68.0
io_pins = 14

[power]
powerDensity_mw_per_mm2 = 435
p_total_uw = 887
power.leakage_uw = 0.000830
max-vdd-ir-drop_uv = 307

[finish]
fill_cells = 351
areaGrowthSynthToFinish_pct = 16.8
drive_gt1_share_pct = 31.4
finalNonFillerCells = 206

[job]
warning_count = 25
cap_violations = 0

[status]
outcome = finished clean

worst paths after layout:
path	to	slack (ns)
min reg2reg	key_rst_pre[5]$_DFF_PN1_	0.37
min	key_rst_pre[5]$_DFF_PN1_	0.37
max reg2reg	key_sec[5]$_DFFE_PN1N_	1.69
min in group asynchronous	cnt[7]$_DFF_PN0_	0.47
max in group asynchronous	key_rst_pre[5]$_DFF_PN1_	2.75
max	key_pulse[4]	1.47
stage by stage:
step | setup slack [ns] | area, um^2 | utilization [%] | hold slack, ns
finish | 1.47 | 2040 | 49.8 | 0.368
detailed placement | 1.68 | 1920 | 47.1 | 0.356
global placement | 1.72 | 1920 | 47.1 | 0.356
global route | 1.38 | 2040 | 49.8 | 0.372
floorplan | 1.92 | 1740 | - | 0.354
CTS | 1.45 | 2040 | 49.8 | 0.369
registers in the layout, summed over array words and instances (netlist names):
signal and flops:
cnt 18, key_rst 6, key_rst_pre 6, key_sec 6, key_sec_pre 6
cell type report:
type | instances | area (um^2) | share of cell area, %
Clock buffer | 5 | 68.8 | 3.38
Clock inverter | 3 | 43.8 | 2.15
Inverter | 7 | 26.3 | 1.29
Multi-Input combinational cell | 85 | 622 | 30.5
Sequential cell | 42 | 1080 | 53.1
Tap cell | 50 | 62.6 | 3.07
Timing Repair Buffer | 14 | 133 | 6.51
where the power goes:
group	total (uW)	internal, uW	switching (uW)
clock	366	207	159
sequential	490	486	4.11
combinational	30.9	11.6	19.3
total	887	704	183
placed cells by master (no fill, tap or decap), types with 2 or more instances in the layout:
cell              n
clkdlybuf4s50_1  12
mux2_2            6
inv_1             7
clkbuf_8          5
a21oi_1           4
nand4b_1          3
xnor2_1           9
nand2_1           5
and3_1            3
nor2_1           15
nand3_1           7
o21ai_1           3
nor2b_1           9
dfrtp_1          18
nor3_1            3
nand4_4           2
dfstp_2          24
xor2_1            2
logic make-up (layout without fill, tap and decap cells):
family                     count (synthesis)  after routing  share of synthesized area, %
adders and majority gates                  1              1                         0.717
and+or+nand+nor                           56             56                          20.4
AOI/OAI and AO/OA                         10             10                          4.52
buffers and inverters                      9             29                          2.37
xor gates and xnor gates                  11             11                          5.52
DFF                                       42             42                          62.0
muxes                                      7              7                          4.45
per-layer routing:
metal | up-vias | share of wire, %
met5 | - | 0
met1 | 488 | 48
met4 | 0 | 2.2
met3 | 6 | 5.4
li1 | 498 | -
met2 | 23 | 44
Power figures rest on the tool's default switching activity, not on a simulated workload.
