$ cat design/flow/config.mk
export PLATFORM = sky130hd
export DESIGN_NAME = freq_div
export DESIGN_NICKNAME = freq_div
export VERILOG_FILES = /design/flow/design.v
export SDC_FILE = /design/flow/constraint.sdc
export NUM_CORES = 4
export LEC_CHECK = 1
export CORE_UTILIZATION = 30
$ cat design/flow/constraint.sdc
current_design freq_div

set clk_period 4.6
set clk_io_pct 0.2

create_clock -name clk0 -period $clk_period [get_ports {clk_1Khz}]

set non_clock_inputs [all_inputs -no_clocks]
set_input_delay [expr $clk_period * $clk_io_pct] -clock clk0 $non_clock_inputs
set_output_delay [expr $clk_period * $clk_io_pct] -clock clk0 [all_outputs]
$ cat design/flow/design.v
module freq_div(
    input clk_1Khz,
    input rst,
    output reg clk_1hz
);
parameter N = 26'd1_000 , WIDTH = 25;
reg [WIDTH:0] counter;
always @(posedge clk_1Khz or negedge rst) begin
	if (~rst) begin
		counter <= 0;
		clk_1hz <= 0;
	end
	else if (counter == N-1) begin
		clk_1hz <= ~clk_1hz;
		counter <= 0;
	end
	else
		counter <= counter + 1;
end
endmodule
$ cat design/flow/run.sh
#!/bin/bash
# OpenROAD 26Q1-2900-gdf79404cd8, Yosys 0.63+post, stock flow scripts
make -C /OpenROAD-flow-scripts/flow DESIGN_CONFIG=/design/flow/config.mk WORK_HOME=/design/flow/orfs finish
==> Slide: Implementation Results <==
Flow Results at a Glance

Placement
  • Dpl hpwl: 1.45 mm
  • # port buffers: 2
  • Dpl cells: 164
  • Routability cong.: 0.845
  • Setup WS pre-CTS: 2850 ps
  • Placed Area: 0.00135 mm²

Setup path
  • Critical Path AT: 1080 ps
  • CP top delay family: buffers and inverters
  • Worst Path Max Fanout: 2
  • CP endpoint kind: primary output
  • R2R cell count: 5
  • Critical Path RT: 3680 ps
  • Slowest stage cell, crit path: clkdlybuf4s50_1
  • CP max stage delay: 460 ps
  • Buf+Inv Stages, Crit Path: 1
  • Worst path depth: 1
  • Startpoint Class: flop
  • Kind of critical path: flop to primary output
  • Critical Path, Cell by Cell: clkdlybuf4s50_1

Final timing
  • Setup violations, final: 0
  • Final worst setup slack: 2600 ps
  • RSZ-0062 raised after global routing: no
  • Worst-Margin Slew: 406 ps
  • Hold_ws: 468 ps
  • Final Hold Vio Count: 0
  • TNS Setup: 0 ps
  • Clk_skew: 2.40 ps
  • Final Slew Violations: 0
  • Max Clk Rate: 499 MHz
  • Final period utilization: 43.5%
  • Worst slew margin: 72.7%
  • Crit path time final: 2000 ps

Yosys
  • Yosys chip area: 0.00126 mm²
  • YS warnings: 1
  • Yosys cell count: 111
  • Unique cell type count in the Yosys netlist: 19
  • Post-synthesis sequential area ratio: 53.8%
  • Cells after synthesis: 111
  • Post-synth regs: 27
  • Area of the mapped netlist: 0.00126 mm²
  • Syn_area_per_cell: 11.3 µm²

GRT
  • Largest net degree at the start of global routing: 28
  • GRT Util Overall: 11.3%
  • Initial antenna violation count: 0
  • Global-route wire length before repair: 3.69 mm
  • Remaining global-route overflow: 0
  • Number of global-route vias before repair: 803

Clock network
  • Inserted Clock Buffers: 3
  • Postcts setup bufs: 0
  • Clock sinks: 27
  • Hold buffers post-CTS: 0
  • CTS Buffer Depth: 2
  • CTS clk-pin slew, worst paths: 80 ps
  • Root Buffer: clkbuf_8
  • CTS tree: done
  • Skew-Pair Late Insertion Delay: 260 ps
  • H-tree lvl count: 1
  • Post-CTS sizing: 0

Run
  • Max-cap violation count: 0
  • Log Warnings: 25

Run status
  • Status: finished clean

Floorplanning
  • Die W: 66.7 µm
  • Die Area: 0.00445 mm²
  • Die Y: 66.7 µm
  • Core Util at FP: 31.4%
  • Core area: 0.00400 mm²
  • IO Count: 3
  • Cell Rows: 23

Hold path
  • HP Class: flop to flop
  • Worst hold path stage count: 1

Pwr
  • Psw: 0.0692 mW
  • Largest vdd supply drop: 149 µV
  • Switching Fraction: 18.7%
  • Logic gate share of total power: 1.5%
  • Clock share of power: 34.3%
  • Power density cells: 265 mW/mm²
  • P_int: 0.300 mW
  • Sequential share of power: 64.2%
  • Leak Pwr: 0.617 nW

Route
  • Final wirelength: 1.99 mm
  • Initial DRC Count: 9
  • Drt wl/cell: 11.8 µm
  • Antenna cells: 0
  • Vias/cell: 4.82
  • Residual DRC: 0
  • First-pass DRT Iterations: 4
  • Vias: 810
  • Remaining antenna violation count: 0

Layout
  • Fillers: 375
  • Most common logic cells in the final layout: dfrtp_1, xnor2_1, nor2_1, nand4_1
  • Layout cell share with drive strength beyond 1: 7.63%
  • Area delta synth->final: 10.8%
  • Most numerous logic cell after layout: dfrtp_1
  • Non-Filler Instances: 168
  • Fin area: 0.00139 mm²
-- power groups by stage --
| stage | sequential, mW | clock, mW | combinational [mW] |
|---|---|---|---|
| finish | 0.237 | 0.127 | 0.00557 |
| global route | 0.237 | 0.142 | 0.00697 |
| CTS | 0.237 | 0.134 | 0.00605 |
-- layout make-up --
cell class	count	area, µm²	area share, %
sequential	27	676	48.6
tap	50	62.6	4.50
timing repair buffer	3	27.5	1.98
inverter	3	11.3	0.809
multi-input combinational	81	569	40.9
clock buffer	4	45.0	3.24
-- sequential cells by signal, summed over array words and instances (netlist names) --
register and cells:
clk_1hz 1, counter 26
-- layer usage --
layer / vias up / track usage [%] / wire [µm]
met5: - / 0 / 0
met3: 2 / 2.60 / 51
li1: 400 / - / -
met1: 402 / 17.4 / 1030
met2: 6 / 17.3 / 891
met4: 0 / 0.798 / 12
-- path summary, 6_finish.rpt --
kind | startpoint | end | slack, ps
worst max-delay path | clk_1hz | clk_1hz | 2600
worst min-delay path | clk_1hz | clk_1hz | 470
worst max register to register | counter[0] | counter[22] | 2830
worst min register to register | clk_1hz | clk_1hz | 470
max in group asynchronous | rst | counter[19] | 3330
min in group asynchronous | rst | clk_1hz | 1020
-- synth_stat cells --
cell	n	area share, %
dfrtp_1	27	54
xnor2_1	18	13
nor2_1	11	3.3
nand4_1	10	5.0
nand2_1	8	2.4
nand3_1	8	3.2
xor2_1	6	4.2
nor3_1	5	2.0
nor4_1	5	2.5
inv_1	3	0.90
nor4_4	2	3.4
a21oi_1	1	0.40
and2b_1	1	0.60
ha_1	1	1.0
nand4_4	1	1.7
nor2b_1	1	0.50
nor3_4	1	1.3
o311ai_0	1	0.70
or2_4	1	0.70
-- stage by stage --
stage	total power, mW	utilization (%)
final	0.369	34.8
after CTS	0.378	34.8
after global placement	0.248	33.7
after floorplan	0.242	-
after detailed placement	0.248	33.7
after global routing	0.386	34.8
-- cell families (layout without fill, tap and decap cells) --
group / Yosys count / count (layout) / share of synthesized area [%]
compound gates: 2 / 2 / 1.10
xor+xnor: 24 / 24 / 16.7
fa+ha+maj: 1 / 1 / 0.996
buf+inv: 3 / 10 / 0.896
flops: 27 / 27 / 53.8
simple gates: 54 / 54 / 26.5
Power figures rest on the tool's default switching activity, not on a simulated workload.
